File: ./config.mk
export PLATFORM = sky130hd
export DESIGN_NAME = rf
export DESIGN_NICKNAME = rf
export VERILOG_FILES = /design/flow/design.v
export SDC_FILE = /design/flow/constraint.sdc
export NUM_CORES = 4
export LEC_CHECK = 1
export CORE_UTILIZATION = 50
File: ./constraint.sdc
current_design rf

set clk_period 5.9
set clk_io_pct 0.2

create_clock -name clk0 -period $clk_period [get_ports {clk}]

set non_clock_inputs [all_inputs -no_clocks]
set_input_delay [expr $clk_period * $clk_io_pct] -clock clk0 $non_clock_inputs
set_output_delay [expr $clk_period * $clk_io_pct] -clock clk0 [all_outputs]
File: ./run.sh
#!/bin/bash
# OpenROAD 26Q1-2900-gdf79404cd8, Yosys 0.63+post, stock flow scripts
make -C /OpenROAD-flow-scripts/flow DESIGN_CONFIG=/design/flow/config.mk WORK_HOME=/design/flow/orfs finish
File: ./design.v
`timescale 1ns/100ps
module rf (clk, read_rega, read_regb, write_reg, write_data, rf_we, rsa, rsb);
  input  clk;
  input  [3:0]  read_rega;
  input  [3:0]  read_regb;
  input  [3:0]  write_reg;
  input  [31:0] write_data;
  input  rf_we;
  output [31:0] rsa;
  output [31:0] rsb;
  reg    [31:0] ram_array [15:0];
  reg    [31:0] rsa;
  reg    [31:0] rsb = 32'H00000000;
  integer i; 
  initial
  begin
     for (i = 0; i < 16; i = i + 1) begin
       ram_array[i] <= 32'H00000000;
     end
  end
  always @(posedge clk)
  begin
    if (read_rega == 4'H0)
      rsa <= 32'H00000000;
    else
      rsa <= ram_array[read_rega];
  end
  always @(posedge clk)
  begin
    if (read_regb == 4'H0)
      rsb <= 32'H00000000;
    else    
      rsb <= ram_array[read_regb];
  end
  always @(posedge clk)
  begin
    if (rf_we == 1'b1)
      ram_array[write_reg] <= write_data;
  end
endmodule
==> impl_metrics.toml <==
# generated from flow reports
[final_timing]
holdWs_ps = 615.8
min_period_ps = 3196
period_used_share = 0.5417
finalWorstSetupSlack_ps = 2704
drv_slew = 0
fin_tns_setup_ps = 0
tightest_slew_ps = 849.7
fin_skew_ps = 10.73
clock.fmax_mhz = 312.9
hold_viol = 0
rsz0062_at_grt = "false"
setup_violations = 0
relSlewSlack = 0.4322

[critical_path]
reg2reg_slack_ps = 4380
worstReg2RegEnd = "rsb[27]"
required_ps = 6150
rr_worst_depth = 3
critPathMaxStageDelay_ps = 610
cp_top_family = "simple AND/OR/NAND/NOR gates"
path_buffers = 2
reg2reg_from = "ram_array[15][27]"
crit_end = "ram_array[1][19]"
worstPathCellList = "clkdlybuf4s50_1, or3b_2, nor2_4, buf_4"
cp-start-kind = "input pin"
path_max_fanout = 18
critical_path.startpoint = "rf_we"
endpoint_kind = "flip-flop"
cp_num_cells = 4
critPathArrivalTime_ps = 3450
cpMaxStageDelayCell = "clkdlybuf4s50_1"
critPathKind = "in -> reg"

[global_route]
grt_pass1_vias = 14221
overflow = 0
grt_util_all_layers = 0.2910
grt_pass1_wl_um = 88690
grt_max_degree = 77
antenna_found_initial = 1

[pwr]
p_total_mw = 8.485
p_leak_nw = 8.730
powerDensity_nw_per_um2 = 316.0
ir_drop_v = 0.0002361

[clocking]
post-cts-setup-buffers = 0
cts_max_level = 2
cts_tree = "done"
cts_resized = 0
clock.latency.late_pin_ps = 600
numCtsBuffers = 56
clock-sinks = 544
path_clk_slew_ps = 60
root_buffer = "clkbuf_16"
ctsHoldBuffers = 0
cts_buffer_depth = 3

[place]
port_buffers = 109
pre_cts_ws_ps = 2079
place_area_um2 = 25060
hpwlAfterDp_um = 34830
gp_congestion = 0.8659
dp_cells = 1901

[synth]
synth.avg_cell_area_um2 = 18.67
synthArstFlopShare = 0
ys_ff = 544
yosys_warnings = 1
ff_type = "edfxtp_1"
ys_chip_area_um2 = 23360
synth.distinct_cells = 31
netlist_area_um2 = 23360
postSynthSeqShare = 0.6718
edf_count = 480
syn_inst = 1251
yosysCellCount = 1251

[outcome]
status = "finished, final reports clean"

[detailed_routing]
drtIter0Drc = 851
postRouteAntennaNets = 0
dr.pass1.iters = 5
route.detailed.drc = 0
wire_per_inst_um = 29.80
vias = 12796
routed_wl_um = 59730
detail_route.vias_per_cell = 6.385
n_antenna_cell = 0

[finish]
fin_cells = 2004
fin_util = 0.5866
areaGrowthSynthToFinish_pct = 14.93
drive_above_1_share = 0.2685
nFillCells = 3320
fin_area_um2 = 26850

[flow_run]
warnings = 25
drv_cap = 0

[die]
row_count = 78
fp_util = 0.5104
core_um2 = 45770
pin_count = 110
dieArea_um2 = 47590
die_x_um = 218.2
die_h_um = 218.2

[hold_path]
worstHoldStart = "ram_array[2][15]"
hold_class = "reg -> reg"
-- sequential cells by signal, summed over array words and instances, names as in the netlist --
name and cells:
ram_array 480, rsa 32, rsb 32
-- per-layer routing --
| layer | track usage | vias up | wire (um) |
|---|---|---|---|
| li1 | - | 5492 | - |
| met1 | 0.4091 | 6396 | 20590 |
| met2 | 0.4198 | 792 | 28800 |
| met5 | 0.03125 | - | 171 |
| met4 | 0.06597 | 4 | 1627 |
| met3 | 0.1802 | 112 | 8535 |
-- worst min-delay path by stage --
stage	endpoint	slack, ps	cells after the start
finish	rsa[15]	620	2
global route	rsa[27]	650	2
CTS	rsa[27]	630	2
-- logic make-up after synthesis --
group,Yosys count,synth area share
simple gates,125,0.02576
buf+inv,97,0.02378
mux,310,0.2251
flops,544,0.6718
compound gates,175,0.05351
-- Yosys cell counts, types with 2 or more instances --
cell | instances | area, um^2
or2_2 | 2 | 12.51
edfxtp_1 | 480 | 14410
clkbuf_1 | 39 | 146.4
and3_1 | 5 | 31.28
buf_2 | 35 | 175.2
nor3_1 | 40 | 200.2
a22oi_1 | 26 | 195.2
buf_4 | 6 | 45.04
mux2_2 | 63 | 709.4
o22ai_1 | 32 | 200.2
mux2i_1 | 81 | 810.8
nor3b_1 | 2 | 15.01
nand2b_1 | 10 | 62.56
a21oi_1 | 53 | 265.3
buf_12 | 4 | 80.08
dfxtp_1 | 64 | 1281
buf_1 | 5 | 18.77
a221oi_1 | 37 | 324.1
a221o_1 | 26 | 260.3
mux4_2 | 166 | 3739
nand2_1 | 9 | 33.78
buf_6 | 8 | 90.09
nand3b_1 | 2 | 15.01
nor2_1 | 47 | 176.4
nor2b_1 | 3 | 18.77
-- report_power, final --
part	switching (mW)	internal [mW]	leakage [nW]
sequential	0.0485	4.31	4.88
combinational	0.356	0.337	2.97
clock	1.41	2.03	0.881
-- layout make-up --
type / instances / area [um^2] / area share
multi-input cells: 610 / 7234 / 0.2694
clock buffers: 88 / 1643 / 0.06119
repair buffers: 147 / 1380 / 0.05140
flip-flops and latches: 544 / 15700 / 0.5846
well taps: 600 / 750.7 / 0.02796
clock inverters: 15 / 146.4 / 0.005452
-- worst reg2reg max path: stages, from the launching register on --
cell      delay, ps
edfxtp_1        380
mux4_2          480
mux2i_1         360
a21oi_1         150
-- cells in the final DEF (no fill, tap or decap), drive strengths merged --
cell type,count
a21oi,53
a221o,26
a221oi,37
a22oi,26
and2,1
and2b,1
and3,5
and3b,1
buf,45
bufinv,3
clkbuf,88
clkdlybuf4s50,102
clkinv,12
dfxtp,64
edfxtp,480
mux2,63
mux2i,81
mux4,166
nand2,9
nand2b,10
nand3,1
nand3b,2
nor2,47
nor2b,3
nor3,40
nor3b,2
o21ai,1
o22ai,32
or2,2
or3b,1
Power figures rest on the tool's default switching activity, not on a simulated workload.
