File: design/flow/run.sh
#!/bin/bash
# OpenROAD 26Q1-2900-gdf79404cd8, Yosys 0.63+post, stock flow scripts
make -C /OpenROAD-flow-scripts/flow DESIGN_CONFIG=/design/flow/config.mk WORK_HOME=/design/flow/orfs finish
File: design/flow/config.mk
export PLATFORM = sky130hd
export DESIGN_NAME = mux32
export DESIGN_NICKNAME = mux32
export VERILOG_FILES = /design/flow/design.v
export SDC_FILE = /design/flow/constraint.sdc
export NUM_CORES = 4
export LEC_CHECK = 1
export CORE_AREA = 10 10 76 76
export DIE_AREA = 0 0 86 86
File: design/flow/constraint.sdc
current_design mux32

set clk_period 3.1
set clk_io_pct 0.2

create_clock -name clk0 -period $clk_period

set non_clock_inputs [all_inputs -no_clocks]
set_input_delay [expr $clk_period * $clk_io_pct] -clock clk0 $non_clock_inputs
set_output_delay [expr $clk_period * $clk_io_pct] -clock clk0 [all_outputs]
File: design/flow/design.v
`timescale 1ns/100ps
module mux32 (in_a, in_b, in_c, in_d, sel, out);
  input  [31:0] in_a;
  input  [31:0] in_b;
  input  [31:0] in_c;
  input  [31:0] in_d;
  input  [1:0] sel;
  output [31:0] out;
  reg   [31:0] outreg;
  always @ (in_a, in_b, sel)
  begin
    if (sel == 2'b00)
      outreg = in_a;
    else if(sel == 2'b01)
      outreg = in_b;
    else if(sel == 2'b10)
	outreg = in_c;
    else 
	outreg = in_d;
  end
  assign out = outreg;
endmodule
==> flow_summary.toml <==
# implementation run metrics
[detailed_routing]
drc = 0
drt_wl_total_um = 5680
antennaDiodeCount = 0
routed_via_density = 4.71
wl_per_cell_um = 22.9
ant_nets = 0
vias = 1168
first_pass_iters = 4
drt_iter0_markers = 23

[critical_path]
cp_cell_sequence = "clkdlybuf4s50_1, buf_12, mux4_2, clkdlybuf4s50_1"
crit_type = "in -> out"
start_kind = "primary input"
critical-path-max-stage-delay_ns = 0.51
cp_common_cell = "clkdlybuf4s50_1"
cp-end-kind = "output pin"
cpMaxStageDelayCell = "clkdlybuf4s50_1"
crit_path_max_fanout = 32
arrival_ns = 2.13
required_ns = 2.48

[sta]
hold_viol = 0
fin_crit_ns = 2.75
drv_slew = 0
relSlewSlack_pct = 87.6
rsz0062_at_grt = "false"
fin_crit_sh_pct = 88.7
max_freq_mhz = 364
tns_ns = 0
setup_viol = 0
worst_pin_slew_ns = 0.186

[floorplanning]
io_pins = 162
fp.dieW_um = 86
floorplan.core_util_pct = 19.8
core_um2 = 4120
row_count = 23
design.die.area_um2 = 7400
fp.dieH_um = 86

[power_and_ir_drop]
power_frac_clock_pct = 0
p_sw_share_pct = 18.2
finalPower_uw = 343
power_density_nw_per_um2 = 139
power.switching_uw = 62.5
pwr-share-seq_pct = 0
power.leakage_nw = 0.879
vdd_drop_max_uv = 61.0
power_frac_comb_pct = 100.0
p_int_uw = 281

[cells_and_area]
flops = 0
syn2layout_area_growth_pct = 204
lay_top_count = "clkdlybuf4s50_1"
drive_gt1_share_pct = 17.7
nClkBuffers = 0
lay_top_cells = "clkdlybuf4s50_1, mux4_2, buf_12"
register_area_um2 = 0

[global_routing]
grt_pass1_wl_um = 8670
track_usage_pct = 15.2
overflow = 0
grt_max_degree = 33
grt_pass1_vias = 1363
antenna_found_initial = 0

[yosys]
ys_types = 5
syn_area_um2 = 815
syn_inst = 39
yosysWarnings = 1
avgSynthCellArea_um2 = 20.9
yosys_cells = 39
ys_chip_area_um2 = 815
ys_seq_share_pct = 0

[job]
warning_count = 33
cap_viol_max_count = 0

[hold_path]
hold_path_startpoint = "sel[0]"
whs_endpoint = "out[1]"
hold_depth = 4
hp-class = "in -> out"

[clocking]
cts_hold_buf = 0
cts_resized = 0
postCtsSetupRepairBufs = 0

[placement]
dp_hpwl_um = 5210
place.gp.congestion = 0.848
portBuffers = 162

[run_status]
status = "finished, final reports clean"
==> layout make-up <==
type / instances / area, µm²
fill: 315 / 1640
tap: 50 / 62.6
multi-input combinational: 32 / 728
timing repair buffer: 166 / 1680
==> metal layers <==
layer  share of wire (%)  GRT usage (%)  vias up
li1                    -              -      527
met1                  35           17.3      544
met2                  51           25.8       93
met3                  13           7.82        4
met4                0.90           1.20        0
met5                   0              0        -
==> power by group through the flow <==
stage | clock network (mW) | logic (mW) | registers, mW
4_1_cts | 0 | 0.350 | 0
6_report | 0 | 0.343 | 0
5_1_grt | 0 | 0.368 | 0
==> worst max-delay path, delay by kind of cell <==
family	cells	cell delay, ns
buf+inv	3	1.18
mux	1	0.33
==> stage by stage <==
stage	std cells	setup slack (ns)	area (µm²)	hold slack (ns)	utilization, %
2_1_floorplan	39	1.14	815	1.33	-
3_3_place_gp	248	0.347	2470	2.23	60.1
3_5_place_dp	248	0.332	2470	2.23	60.1
4_1_cts	248	0.333	2470	2.23	60.1
5_1_grt	248	0.303	2470	2.27	60.1
6_report	248	0.350	2470	2.22	60.1
==> how the worst max path moves through the flow <==
| stage | startpoint | end | slack (ns) | cells after the start |
|---|---|---|---|---|
| 6_report | sel[1] | out[29] | 0.35 | 4 |
| 5_1_grt | sel[1] | out[12] | 0.30 | 4 |
| 4_1_cts | sel[1] | out[3] | 0.33 | 4 |
==> synth_stat cells <==
master	number	area, µm²
buf_12	3	60.1
buf_2	3	15.0
buf_6	1	11.3
mux4_1	2	52.6
mux4_2	30	676
==> cells by family after synthesis <==
kind of cell	synth area share, %
mux	89.4
buf+inv	10.6
Power is estimated from default activity; no workload was simulated.
