`./run.sh`:
```
#!/bin/bash
# OpenROAD 26Q1-2900-gdf79404cd8, Yosys 0.63+post, stock flow scripts
make -C /OpenROAD-flow-scripts/flow DESIGN_CONFIG=/design/flow/config.mk WORK_HOME=/design/flow/orfs finish
```
`./config.mk`:
```
export PLATFORM = sky130hd
export DESIGN_NAME = mux32rf
export DESIGN_NICKNAME = mux32rf
export VERILOG_FILES = /design/flow/design.v
export SDC_FILE = /design/flow/constraint.sdc
export NUM_CORES = 4
export LEC_CHECK = 1
export CORE_AREA = 10 10 70 70
export DIE_AREA = 0 0 80 80
```
`./constraint.sdc`:
```
current_design mux32rf

set clk_period 1.0
set clk_io_pct 0.2

create_clock -name clk0 -period $clk_period

set non_clock_inputs [all_inputs -no_clocks]
set_input_delay [expr $clk_period * $clk_io_pct] -clock clk0 $non_clock_inputs
set_output_delay [expr $clk_period * $clk_io_pct] -clock clk0 [all_outputs]
```
`./design.v`:
```
`timescale 1ns/100ps
module mux32rf (in_a, in_b, sel, out);
  input  [31:0] in_a;
  input  [31:0] in_b;
  input         sel;
  output [31:0] out;
  reg   [31:0] outreg;
  always @ (in_a, in_b, sel)
  begin
    if (sel == 1'b0)
      outreg = in_a;
    else
      outreg = in_b;
  end
  assign out = outreg;
endmodule
```
==> metrics.sh <==
DETAIL_ROUTE.ANTENNA_DIODES=0
POST-ROUTE-DRC-COUNT=0
PLACE.GP.CONGESTION=0.760
SLEW_HEADROOM_PCT=95.9
GLOBAL_ROUTE_WIRE_LENGTH_BEFORE_REPAIR_UM=4150
SYNTH_WARN=1
ROUTEDWLPERCELL_UM=14.8
FLOORPLAN.DIE_AREA_UM2=6400
NUMBER_OF_GLOBAL_ROUTE_VIAS_BEFORE_REPAIR=824
YS_CELLS=36
GRT_OVERFLOW=0
SYN-CELL-AREA_UM2=544
REPORT.FINAL.SETUP_VIOL=32
WORST_PATH_LARGEST_CELL_DELAY_NS=0.30
FLOORPLAN.INITIALDENSITY_PCT=15.9
ROUTED_VIA_DENSITY=3.80
TIMING.CRITICAL_PATH.REQUIRED_NS=0.80
INSTANCES_NO_FILL=192
CHIPWIDTH_UM=80
ROUTED_WIRELENGTH_UM=2850
WORST_HOLD_PATH.ENDPOINT='out[24]'
TIMING.CRITICAL_PATH.BUF_INV=4
WARNINGS=34
CLOCK_BUFFERS=0
CRITPATHMOSTFREQUENTCELL='sky130_fd_sc_hd__buf_12'
TIMING.FINAL.CRIT_PERIOD_NS=1.18
ROWS=21
POSTLAYOUTSETUPSLACKWORST_NS=-0.175
PERIOD_USED_PCT=118
PATH_CELLS='buf_12, buf_12, buf_8, mux2_4, buf_6'
GRT_START_MAX_NET_PINS=8
MAX_CLOCK_FREQ_MHz=851
TIMING.FINAL.MAX_SLEW_VIOLATIONS=0
ANTENNA_FOUND_INITIAL=0
FAILED_CHECKS='setup timing'
FINALHOLDVIOLATIONS=0
BUFFERS_ADDED_ON_PORTS=97
VIAS=730
SYNTH.LIB_CELLS_USED.DISTINCT=4
DIE_HEIGHT_UM=80
WORST_HOLD_LAUNCH='in_a[24]'
SYNTH-SEQ-AREA-SHARE_PCT=0
FLOW.AREA_GROWTH_FROM_SYNTHESIS_PCT=212
HOLDBUFCOUNTCTS=0
HOLD_PATH_DEPTH=3
DRT_FIRST_ITER_VIOLATIONS=4
SEQUENTIAL_CELL_TOTAL=0
PLACE.DETAILED.HPWL_UM=2400
LARGEST_VOLTAGE_DROP_ON_THE_VDD_NET_mV=0.173
CP_DATA_ARRIVAL_TIME_NS=0.98
ENDPOINT_TYPE_OF_THE_WORST_SETUP_PATH='output port'
TIMING_WORST_SETUP_PATH_TYPE='in2out'
GRT_SETUP_UNREPAIRED='yes'
SYNTHESIS.INSTANCES=36
MIN-DELAY-PATH-CLASS='in2out'
YOSYS-STAT-AREA_UM2=544
SEQ_AREA_UM2=0
WORST_SLEW_PIN_SLEW_NS=0.0611
CRITICAL-PATH-SLOWEST-CELL='sky130_fd_sc_hd__mux2_4'
STATUS='finished with violations'
CORE_REGION_AREA_UM2=3420
POWER_DENSITY_nW_PER_UM2=389
IO_PINS=97
CP_MAX_FO=7
PLACED_CELLS=177
FIRSTDRTPASSITERS=2
FINAL.FILL_COUNT=327
GROUTE.USAGE.OVERALL_PCT=7.87
SYN_AVG_CELL_AREA_UM2=15.1
P_LEAK_nW=0.990
CP_TOP_FAMILY='buffers and inverters'
DRIVE_ABOVE_1_SHARE_PCT=56.2
PRE_CTS_SLACK_NS=-0.497
CAP_VIOLATIONS=0
CRITICAL_PATH.STARTPOINT_TYPE='input port'
ROUTE.ANTENNA.REMAINING_NETS=0
## layout by cell type (no fill, tap or decap)
| master | Yosys | routed |
|---|---|---|
| sky130_fd_sc_hd__buf_16 | 0 | 1 |
| sky130_fd_sc_hd__buf_6 | 1 | 29 |
| sky130_fd_sc_hd__buf_8 | 0 | 3 |
| sky130_fd_sc_hd__buf_4 | 0 | 2 |
| sky130_fd_sc_hd__clkdlybuf4s50_1 | 0 | 10 |
| sky130_fd_sc_hd__dlygate4sd2_1 | 0 | 40 |
| sky130_fd_sc_hd__buf_2 | 0 | 12 |
| sky130_fd_sc_hd__mux2_4 | 30 | 32 |
| sky130_fd_sc_hd__dlymetal6s2s_1 | 0 | 14 |
| sky130_fd_sc_hd__buf_12 | 3 | 3 |
## per-stage QoR
step	setup TNS [ns]	total power, mW	hold WS [ns]	util [%]	area (um^2)
final	-5.03	0.660	0.694	49.7	1700
after global routing	-5.62	0.706	0.714	49.7	1700
after CTS	-5.20	0.644	0.800	47.0	1610
after detailed placement	-15.27	0.655	1.33	45.0	1540
after global placement	-15.25	0.654	1.33	45.0	1540
after floorplan	0	0.206	0.498	-	544
## worst max-delay path by stage
stage                 slack [ns]  start  depth (start not counted)       to
after CTS                  -0.18    sel                          5   out[0]
after global routing       -0.19    sel                          5  out[31]
final                      -0.18    sel                          5  out[31]
## cell type report
cell class,count,area [um^2],area share [%]
tap,46,57.6,3.39
multi-input combinational,32,480,28.3
timing repair buffer,114,1160,68.3
## report_power, final
| part | total (mW) | switching, mW | internal, mW |
|---|---|---|---|
| clock network | 0 | 0 | 0 |
| logic | 0.660 | 0.141 | 0.519 |
| registers | 0 | 0 | 0 |
| total | 0.660 | 0.141 | 0.519 |
## logic make-up (layout without fill, tap and decap cells)
| logic type | count (synthesis) | in the layout | share of synthesized area, % |
|---|---|---|---|
| muxes | 32 | 32 | 86.9 |
| buffers and inverters | 4 | 114 | 13.1 |
## repair_timing
| item | 4_1_cts | 5_1_grt |
|---|---|---|
| pin swaps | 0 | 0 |
| buffers inserted | 14 | 0 |
| cloned | 1 | 0 |
| gates resized | 170 | 23 |
| endpoints found under the setup margin | 32 | 32 |
## cell usage after synthesis (all sizes together)
master   n  area, um^2
buf      4        71.3
mux2    32         473
## layer usage
layer	vias to the layer above	GRT usage [%]	part of all wire [%]
li1	362	-	-
met1	317	8.97	40
met2	51	14.3	49
met3	0	3.07	11
met4	0	0	0
met5	-	0	0
No activity file was given, so power comes from the tool's default toggle rates.
